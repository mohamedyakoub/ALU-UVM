==> ./design.v <==
interface alu_if(input bit clk);
    logic rst_n,ALU_en,a_en,b_en;
    logic signed [4:0] A,B;
    logic signed [5:0] C;
    logic [2:0] a_op;
    logic [1:0] b_op;
endinterface 
module ALU (
    input clk,rst_n,ALU_en,
    input signed [4:0] A,B,
    input a_en,b_en,
    input [2:0] a_op,
    input [1:0] b_op,
    output reg [5:0] C
);
    always @(posedge clk,negedge rst_n) begin
        if(!rst_n)  
                C<='b0;
        else
            if(ALU_en)
                if(a_en && !b_en)
                    case (a_op)
                            3'd0: C<= A+B;
                        3'd0: C<= A+B;
                        3'd1: C<= A-B;
                        3'd2: C<= A^B;
                            3'd3: C<= A&B;
                            3'd4: C<= A&B;
                        3'd5: C<= A|B;
                        3'd6: C<= A~^B;
                        default: C<='hFF; 
                    endcase
                else if(!a_en && b_en)
                    case (b_op)
                        2'd0: C<= ~(A & B);
                            2'd1: C<= A+B;
                            2'd2: C<= A+B;
                        default: C<='hFF; 
                    endcase
                else if(a_en && b_en)
                    case (b_op)
                        2'd0: C<= A^B;
                        2'd1: C<= A~^B;
                        2'd2: C<= A-1;
                        2'd3: C<= B+2;
                    endcase
                else
                    C<=C;
            else
                C<=C;
    end
endmodule
==> ./run.sh <==
#!/bin/bash
# OpenROAD 26Q1-2900-gdf79404cd8, Yosys 0.63+post, stock flow scripts
make -C /OpenROAD-flow-scripts/flow DESIGN_CONFIG=/design/flow/config.mk WORK_HOME=/design/flow/orfs finish
==> ./config.mk <==
export PLATFORM = sky130hd
export DESIGN_NAME = ALU
export DESIGN_NICKNAME = ALU
export VERILOG_FILES = /design/flow/design.v
export SDC_FILE = /design/flow/constraint.sdc
export NUM_CORES = 4
export LEC_CHECK = 1
export CORE_AREA = 10 10 89 89
export DIE_AREA = 0 0 99 99
==> ./constraint.sdc <==
current_design ALU

set clk_period 1.0
set clk_io_pct 0.2

create_clock -name clk0 -period $clk_period [get_ports {clk}]

set non_clock_inputs [all_inputs -no_clocks]
set_input_delay [expr $clk_period * $clk_io_pct] -clock clk0 $non_clock_inputs
set_output_delay [expr $clk_period * $clk_io_pct] -clock clk0 [all_outputs]
==> results_dict.tcl <==
# implementation run metrics
set metrics [dict create \
    outcome "finished, violations left" \
    violations "setup timing" \
    grtUsageTotal_pct 11.0 \
    fin_crit_ns 1.75 \
    ys_sh_mux_pct 5.02 \
    yosys.area_share.simple_pct 18.9 \
    startpoint_type "input port" \
    drt_wl_total_um 5480 \
    ys_seq_share_pct 9.72 \
    most-common-layout-cells "buf_4 (66), buf_6 (19), inv_2 (14), ha_4 (14), o21ai_0 (10)" \
    crit_cells 7 \
    pin_count 26 \
    final_common_cell "buf_4" \
    ys.flops 6 \
    critPathSlowestCell "mux4_2" \
    path_buffers 1 \
    cp.arrival_ns 1.85 \
    grt_start_max_net_pins 9 \
    r2r-start "C[4]$_DFFE_PN0P_" \
    hold_viol 0 \
    yosys_warnings 1 \
    top_area_cell "ha_1" \
    yosys-stat-area_um2 1540 \
    largest_register_ffs 6 \
    grt_overflow_total 0 \
    power.leakage_nw 1.26 \
    ys_sh_adder_pct 19.6 \
    instances_no_fill 381 \
    dieArea_um2 9800 \
    cts.sink_count 6 \
    hp-class "input port to asynchronous set/reset pin" \
    dpl.hpwl_um 4270 \
    core_um2 5990 \
    cp-startpoint "A[0]" \
    cp_cell_sequence "buf_8 -> ha_4 -> fa_2 -> mux2_4 -> mux4_2 -> a21oi_2 -> o22ai_2" \
    reg2reg_depth 4 \
    use_met3_pct 2.40 \
    worst_ir_drop_vdd_v 0.000503 \
    endpoint "C[1]$_DFFE_PN0P_" \
    timing.fmax_mhz 572 \
    numCtsBuffers 3 \
    grt_pass1_wl_um 9320 \
    path_class "input port to register" \
    cts_tree "built" \
    powerDensity_nw_per_um2 721 \
    drive_above_1_share_pct 56.9 \
    ys_cells 204 \
    antenna_left 0 \
    post_drt_via_cell_ratio 4.96 \
    reg_top3 "C x6" \
    syn_avg_cell_area_um2 7.57 \
    fill_cells 513 \
    drc 0 \
    first_global_vias 2008 \
    via_count 1890 \
    initCoreUtil_pct 25.8 \
    pre_cts_ws_ns -1.56 \
    top_register "C" \
    ff_type "dfrtp_1" \
    grt_most_used_layer "met2" \
    grt_use_met1_pct 15.3 \
    yosys-top-cells-area "ha_1 (17%), dfrtp_1 (9.7%), inv_1 (6.1%), o21ai_0 (5.2%), a21oi_1 (3.9%)" \
    finalClockSkew_ns 0 \
    portBuffers 25 \
    grtUsageMet2_pct 16.9 \
    core.rowCount 28 \
    netlist_area_um2 1540 \
    fp.dieH_um 99 \
    timing.final.crit_share_pct 175 \
    ys_sh_xor_pct 6.24 \
    synth_cell_types 57 \
    synth.cellmix.compoundShare_pct 30.2 \
    slew_viol_final 0 \
    cts_max_level 1 \
    placedCellCount 365 \
    clock_path_buffers 2 \
    critPathTopFamily "multiplexers" \
    clk-insertion-delay-late_ns 0.22 \
    cts_root_buffer "clkbuf_8" \
    worstSetupEndpointType "register" \
    worst_slew_pin_slew_ns 0.400 \
    clkTransAtPathRegs_ns 0.03 \
    timing.rr.end "C[4]$_DFFE_PN0P_" \
    setup-tns-final_ns -3.14 \
    antenna_found_initial 0 \
    cap_violations 0 \
    comb_area_um2 1620 \
    crit_fanout 3 \
    postLayoutCoreUtil_pct 49.0 \
    seqCellArea_um2 150 \
    yosys.area.top_type_share_pct 17.0 \
    synthTopLogicFamily "AND-OR/OR-AND gates" \
    total_power_mw 2.12 \
    area_delta_synth_final_pct 90.2 \
    setup_violations 6 \
    log.warning_count 41 \
    ff2ff_setup_slack_ns -0.01 \
    setup_slack_ns -0.749 \
    first_pass_iters 4 \
    rsz0062_at_grt "true" \
    antenna_cells 0 \
    max_stage_delay_ns 0.47 \
    initialDrtViolationCount 81 \
    max_slew_margin_pct 73.0 \
    cp.required_ns 1.10 \
    fp.dieW_um 99 \
    post_drt_wl_per_cell_um 14.4 \
    async_flop_share_pct 100 \
    edf_count 0 \
    routabilityCongestion 0.983 \
    synth_cells 204 \
]
[power breakdown]
group | switching (mW) | internal, mW | leakage, nW | total [mW]
Clock | 0.0934 | 0.258 | 0.0216 | 0.351
Sequential | 0.0204 | 0.289 | 0.0679 | 0.310
Combinational | 0.647 | 0.810 | 1.17 | 1.46
Total | 0.761 | 1.36 | 1.26 | 2.12
[how the worst min path moves through the flow]
| stage | slack [ns] | endpoint | cells after the start | from |
|---|---|---|---|---|
| 4_1_cts | 0.22 | C[3]$_DFFE_PN0P_ | 1 | rst_n |
| 6_report | 0.22 | C[2]$_DFFE_PN0P_ | 1 | rst_n |
| 5_1_grt | 0.25 | C[0]$_DFFE_PN0P_ | 1 | rst_n |
[final cells by class]
type                            count  share of cell area (%)
Clock buffer                        3                    1.41
Inverter                           25                    4.01
Multi-Input combinational cell    163                    55.2
Sequential cell                     6                    5.11
Tap cell                           75                    3.20
Timing Repair Buffer              109                    31.1
[Yosys cell counts (5+ instances only)]
cell type and n:
dfrtp_1 6, nand3_1 6, xor2_1 5, a21oi_1 12
inv_1 25, xnor2_1 6, o21ai_0 16, nor2_1 12
nor2b_1 6, ha_1 21, nand2_1 10
[timing repair]
item	in CTS	in global routing
setup buffers	11	3
hold buffers	0	0
pin swaps	36	21
hold endpoints to repair	0	0
setup endpoints to repair	12	7
resized	152	24
[through the flow]
stage                     hold WS (ns)  area [um^2]
after detailed placement         0.454         2450
final                            0.223         2940
after floorplan                -0.0956         1630
after global placement           0.460         2450
after CTS                        0.224         2840
after global routing             0.251         2940
[per-layer routing]
layer | wire (um) | part of all wire [%] | vias up
li1 | - | - | 943
met4 | 75 | 1.4 | 0
met1 | 2610 | 48 | 865
met2 | 2330 | 43 | 74
met3 | 462 | 8.4 | 8
met5 | 0 | 0 | -
[logic make-up after synthesis]
family / after synthesis
compound gates: 67
simple gates: 56
xor+xnor: 11
fa+ha+maj: 23
mux: 6
buf+inv: 35
flops: 6
[worst reg2reg max path, stage by stage, from the launching register on]
cell and delay, ns:
dfrtp_1 0.36, buf_4 0.13, o22ai_1 0.15, a21oi_1 0.06, and3_1 0.20
Power and IR drop assume default switching activity.
